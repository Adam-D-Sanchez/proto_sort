--- flow/run.sh ---
#!/bin/bash
# OpenROAD 26Q1-2900-gdf79404cd8, Yosys 0.63+post, stock flow scripts
make -C /OpenROAD-flow-scripts/flow DESIGN_CONFIG=/design/flow/config.mk WORK_HOME=/design/flow/orfs finish
--- flow/config.mk ---
export PLATFORM = sky130hd
export DESIGN_NAME = sorter
export DESIGN_NICKNAME = sorter
export VERILOG_FILES = /design/flow/design.v
export SDC_FILE = /design/flow/constraint.sdc
export NUM_CORES = 4
export LEC_CHECK = 1
export CORE_UTILIZATION = 30
--- flow/constraint.sdc ---
current_design sorter

set clk_period 3.5
set clk_io_pct 0.2

create_clock -name clk0 -period $clk_period [get_ports {clk}]

set non_clock_inputs [all_inputs -no_clocks]
set_input_delay [expr $clk_period * $clk_io_pct] -clock clk0 $non_clock_inputs
set_output_delay [expr $clk_period * $clk_io_pct] -clock clk0 [all_outputs]
--- flow/design.v ---
`timescale 1ns / 1ps
module CU(
	input clk, rst, enter, gte, counted, sorted,
	output done, mem_en, high_en, low_en, temp_en, stat_en,
	output [1:0] writemux
    );
reg [7:0] word;
reg [2:0] NS, CS;
parameter IDLE=3'b000, LOAD=3'b001, RUN=3'b010, COMP=3'b011, MOVE=3'b100, SWAP1=3'b101, SWAP2=3'b110, DONE=3'b111;
assign {mem_en, high_en, low_en, temp_en, stat_en, writemux, done} = word;
initial begin
	CS=IDLE;
	end
always@(rst, enter, gte, counted, sorted, clk) begin
	case(CS)
		IDLE: if(enter) NS=LOAD;
				else NS=IDLE;
		LOAD: if(counted) NS=RUN;
				else NS=LOAD;
		RUN: if (sorted) NS=DONE;
				else NS=COMP;
		COMP:if (gte) NS=MOVE;
				else NS=SWAP1;
		MOVE: if(counted) NS=RUN;
		        else NS=COMP;
		SWAP1: NS=SWAP2;
		SWAP2: if(counted) NS=RUN;
		        else NS=COMP;
		default:NS=IDLE;
	endcase
end
  always@(posedge clk, posedge rst) begin
    	if(rst) CS<=IDLE;
    	else CS<=NS;
    end
always@(CS) begin
case (CS)
	IDLE: word = 8'b11100_00_0;
	LOAD: word = 8'b11100_00_0;
	RUN:  word = 8'b00000_10_0;
	COMP: word = 8'b00001_10_0;
	MOVE: word = 8'b01101_10_0;
	SWAP1:word = 8'b11110_10_0;
	SWAP2:word = 8'b10001_01_0;
	DONE: word = 8'b00000_11_1;
endcase
end
endmodule
`timescale 1ns / 1ps
module comparator(
	input [3:0]low, high,
	output reg gte
    );
always@(low,high) begin
	gte=(high>=low);
end
endmodule
`timescale 1ns / 1ps
module counter(
	input clk, en, rst, 
	output reg [2:0] lc
    );
initial begin
	lc=3'b000;
end
always@(posedge clk,posedge rst) begin
	if (rst) begin
		lc<=3'b000;
	end else 
	if (en) begin
		lc<=lc+3'b001;
	end else begin
		lc<=lc;
	end
end
endmodule
module datamux(
	input [3:0] zero, one, two, three, four, five, six, seven,
	input [2:0] sel,
	output reg [3:0] out
    );
always@(*) begin
	case (sel)
		3'b000: out=zero;
		3'b001: out=one;
		3'b010: out=two;
		3'b011: out=three;
		3'b100: out=four;
		3'b101: out=five;
		3'b110: out=six;
		3'b111: out=seven;
	endcase
end
endmodule
`timescale 1ns / 1ps
 module datapath(
	input mem_en, high_en, low_en, temp_en, stat_en, clk, rst,
	input [1:0] writemux,
	input [3:0] IN,
	output gte, counted, sorted,
	output [3:0] lowest, low, low_med, med, med_high, high, higher, highest 
    );
wire a, b, c, d, e, f, g, h;
wire [2:0] A, B;
wire [3:0] AA, AB, AC, AD, AE, AF, AG, AH, BA, BB, CA, DA; 
counter low_pointer(.clk(clk),.en(low_en),.rst(rst),.lc(A));  
hcounter high_pointer(.clk(clk),.en(high_en),.rst(rst),.hc(B),.c(counted));  
smallmux dataload(.zero(IN),.one(CA),.two(BB),.three(4'b000),.sel(writemux),.out(DA));  
datamux LOW(.zero(AA),.one(AB),.two(AC),.three(AD),.four(AE),.five(AF),.six(AG),.seven(AH),.sel(A),.out(BA));
datamux HIGH(.zero(AA),.one(AB),.two(AC),.three(AD),.four(AE),.five(AF),.six(AG),.seven(AH),.sel(B),.out(BB));
comparator GTE(.low(BA),.high(BB),.gte(gte));
fourdreg temporary(.clk(clk),.en(temp_en),.rst(rst),.hold(BA),.out(CA));
drom DATA(.clk(clk),.we(mem_en),.wa(A),.wd(DA),.zero(AA),.one(AB),.two(AC),.three(AD),.four(AE),.five(AF),.six(AG),.seven(AH));
statreg STATUS(.clk(clk),.we(stat_en),.wa(B),.wd(gte),.zero(a),.one(b),.two(c),.three(d),.four(e),.five(f),.six(g),.seven(h));
sand LargeAND(.A(a),.B(b),.C(c),.D(d),.E(e),.F(f),.G(g),.H(h),.out(sorted));
assign lowest=AA;
assign low=AB;
assign low_med=AC;
assign med=AD;
assign med_high=AE;
assign high=AF;
assign higher=AG;
assign highest=AH;
endmodule
`timescale 1ns / 1ps
module drom(
	input clk, we, 
	input [2:0] wa,
	input [3:0] wd,
	output [3:0] zero, one, two, three, four, five, six, seven
    );
reg [3:0] data[7:0];
always@(posedge clk) begin
	if (we) begin
		data[wa]<=wd;
	end
end
assign zero  = data[3'b000] ;
assign one   = data[3'b001] ;
assign two   = data[3'b010] ;
assign three = data[3'b011] ;
assign four  = data[3'b100] ;
assign five  = data[3'b101] ;
assign six   = data[3'b110] ;
assign seven = data[3'b111] ;
endmodule
`timescale 1ns / 1ps
module fourdreg(
	input clk, en, rst,
	input [3:0] hold,
	output reg [3:0] out
    );
always@(posedge clk, posedge rst) begin
	if(rst) begin
		out<=4'b0000;
	end else
	if(en) begin
		out<=hold;
	end else 
	out<=out;
end
endmodule
`timescale 1ns / 1ps
module hcounter(
input clk, en, rst, 
	output reg [2:0] hc,
	output reg c
    );
initial begin
	hc=3'b001;
end
always@(posedge clk,posedge rst) begin
	if (rst) begin
		hc<=3'b001;
	end else 
	if (en) begin
		hc<=hc+3'b001;
	end else begin
		hc<=hc;
	end
end
always@(hc) begin
	if (hc==3'b000) begin
		c=1'b1;
	end else c=1'b0;
end
endmodule
`timescale 1ns / 1ps
module sand(
input A, B, C, D, E, F, G, H,
output reg out
    );
always@(*) begin
out=(A&B&C&D&E&F&G&H);
end
endmodule
module smallmux(
	input [3:0] zero, one, two, three,
	input [1:0] sel,
	output reg [3:0] out
    );
always@(*) begin
	case (sel)
		2'b00: out=zero;
		2'b01: out=one;
		2'b10: out=two;
		2'b11: out=three;
	endcase
end
endmodule
`timescale 1ns / 1ps
module sorter(
	input clk, rst, enter,
    input [3:0] IN,
	output done, 
	output [3:0] LT, LO, LM, ME, MH, HI, HR, HT
    );
wire A,B,C;  
wire V,W,X,Y,Z;  
wire [1:0] AA;  
CU Controller(.clk(clk),.rst(rst),.enter(enter),.gte(A),.counted(B),.sorted(C),.mem_en(V),.high_en(W),.low_en(X),.temp_en(Y),.stat_en(Z),.done(done),.writemux(AA));
datapath Datapath(.clk(clk),.rst(rst),.gte(A),.counted(B),.sorted(C),.mem_en(V),.high_en(W),.low_en(X),.temp_en(Y),.stat_en(Z),.writemux(AA),.IN(IN),.lowest(LT), .low(LO), .low_med(LM), .med(ME), .med_high(MH), .high(HI), .higher(HR), .highest(HT));
endmodule
`timescale 1ns / 1ps
module statreg(
	input clk, we, 
	input [2:0] wa,
	input wd,
	output zero, one, two, three, four, five, six, seven
    );
reg data[7:0];
always@(posedge clk) begin
	if (we) begin
		data[wa]<=wd;
	end
end
assign zero  = 1'b1;
assign one   = data[3'b001] ;
assign two   = data[3'b010] ;
assign three = data[3'b011] ;
assign four  = data[3'b100] ;
assign five  = data[3'b101] ;
assign six   = data[3'b110] ;
assign seven = data[3'b111] ;
endmodule
==> impl_metrics.env <==
# flow metrics
export IMPL_yosys_top_cells_count="edfxtp_1, ha_1, nand2_1"
export IMPL_cp_data_required_time_ps=3540
export IMPL_period_used_pct=94.66
export IMPL_cts_setup_buffers=0
export IMPL_p_per_area_nw_per_um2=1100
export IMPL_edf_count=39
export IMPL_cts_root_buffer="clkbuf_8"
export IMPL_num_vias=2102
export IMPL_warning_count=37
export IMPL_fp_util_pct=31.49
export IMPL_slew_headroom_pct=43.09
export IMPL_grt_max_degree=22
export IMPL_critical_path_class="reg2reg"
export IMPL_grt_overflow=0
export IMPL_r2r_start="Datapath.high_pointer.hc[1]"
export IMPL_clock_latency_ps=310
export IMPL_dieHeight_um=98.38
export IMPL_synth_area_sq_um=2786
export IMPL_fillers=839
export IMPL_avgViaCountPerCell=5.362
export IMPL_htree_num_levels=2
export IMPL_drt_first_iter_violations=186
export IMPL_ant_nets=0
export IMPL_cts_tree="done"
export IMPL_synth_top_area_share_pct=42.03
export IMPL_core_area_sq_um=8848
export IMPL_ys_types=52
export IMPL_tns_ps=0
export IMPL_drc=0
export IMPL_hold_viol=0
export IMPL_wire_per_inst_um=18.13
export IMPL_comb_area_sq_um=1175
export IMPL_placed_cells=384
export IMPL_die_w_um=98.38
export IMPL_yosysTopAreaCell="edfxtp_1"
export IMPL_fin_cells=392
export IMPL_synth_warnings=10
export IMPL_area_leaders="edfxtp_1, dfrtp_1, ha_1"
export IMPL_clock_sinks=52
export IMPL_most_common_cell="edfxtp_1"
export IMPL_dp_hpwl_um=5335
export IMPL_cts_made_buffers=5
export IMPL_ys_flop_type="edfxtp_1"
export IMPL_drtPass1Iterations=16
export IMPL_path_clk_slew_ps=100
export IMPL_rows=34
export IMPL_routabilityCongestion=0.9624
export IMPL_holdPathEnd="Datapath.temporary.out[3]"
export IMPL_start_kind="register"
export IMPL_grt_total_usage_pct=15.85
export IMPL_syn_inst=239
export IMPL_drv_slew=0
export IMPL_rsz0062_at_grt="false"
export IMPL_numSynthFlops=52
export IMPL_syn_avg_cell_area_sq_um=11.66
export IMPL_ios=40
export IMPL_ctsLongestPathBuffers=2
export IMPL_diodes=0
export IMPL_setup_violations=0
export IMPL_total_power_mw=3.761
export IMPL_chipArea_sq_um=9678
export IMPL_grt_pass1_wl_um=11250
export IMPL_crit_path_end_kind="register"
export IMPL_power_leakage_nw=1.268
export IMPL_antenna_found_initial=0
export IMPL_r2r_end="Datapath.STATUS.data[3]"
export IMPL_seqCellArea_sq_um=1498
export IMPL_max_freq_mhz=301.8
export IMPL_status="complete, no violations"
export IMPL_ys_cells=239
export IMPL_port_buffers=39
export IMPL_grt_pass1_vias=2038
export IMPL_min_period_ps=3313
export IMPL_hp_start="Datapath.temporary.out[3]"
export IMPL_async_reset_ff_share_pct=25.00
export IMPL_tightest_slew_ps=853.6
export IMPL_syn2layout_area_growth_pct=22.77
export IMPL_min_path_cells=2
export IMPL_ir_drop_uv=358.9
export IMPL_reg2regPathDepth=11
export IMPL_ys_seq_share_pct=53.75
export IMPL_crit_arrival_ps=3360
export IMPL_post_route_cells_drive_above_1_share_pct=10.56
export IMPL_r2r_setup_slack_ps=190
export IMPL_yosys_stat_area_sq_um=2786
export IMPL_finClkSkew_ps=10.66
export IMPL_cp_max_fo=7
export IMPL_wl_um=7105
export IMPL_hold_class="reg2reg"
export IMPL_drv_cap=0
[repair_timing]
action / in CTS / in global routing
resized: 0 / 1
endpoints found under the hold margin: 0 / 0
hold buffers: 0 / 0
endpoints found under the setup margin: 0 / 7
[final cells by class]
type                       count  share of cell area (%)
sequential                    52                   43.78
multi-input combinational    161                   34.35
timing repair buffer          49                   13.61
tap                          108                   3.950
clock buffer                   5                   2.012
inverter                      14                   1.536
clock inverter                 3                  0.7681
[cell families after synthesis]
group	count (synthesis)	synth area share, %
flip-flops	52	53.75
adder cells (fa/ha/maj)	21	9.430
AND/OR/NAND/NOR	61	10.78
XOR/XNOR	2	0.6288
multiplexers	7	2.694
AND-OR/OR-AND	70	18.64
buffers and inverters	26	4.086
[worst max-delay path by stage]
stage                                from                       to
CTS           Datapath.high_pointer.hc[1]  Datapath.STATUS.data[3]
finish        Datapath.high_pointer.hc[1]  Datapath.STATUS.data[3]
global route  Datapath.high_pointer.hc[0]  Datapath.STATUS.data[1]
[registers in the layout, indices dropped and copies added (netlist names)]
register	count
Datapath.low_pointer.lc	3
Datapath.high_pointer.hc	3
Datapath.temporary.out	4
Datapath.STATUS.data	7
Datapath.DATA.data	32
Controller.CS	3
[cells in the final DEF, fill, tap and decap left out, drive strengths merged, types with 2 or more instances in the layout]
cell type      count
a21oi             12
inv               15
or2                2
a2bb2oi            2
edfxtp            39
a22oi              9
nor3               7
mux2               4
nand2b             4
clkbuf             5
and2               2
o22ai              4
a22o               2
nand2             20
a31oi              2
nor2              11
dfrtp             12
xnor2              2
buf               10
o21ai             13
nand3              4
a222oi             5
a221oi             7
mux2i              3
clkinvlp           2
clkdlybuf4s50     39
nor4               4
ha                21
nand4              3
nor2b              2
o211ai             3
a31o               2
[layer usage]
metal	part of all wire [%]	up-vias	track usage [%]	routed length, um
met1	47	1007	25.20	3332
met4	0.97	0	1.607	69
li1	-	998	-	-
met3	8.0	4	4.215	568
met2	44	93	23.62	3135
met5	0	-	0	0
[stage by stage]
step	area, sq um	util, %	hold WS [ps]	setup slack, ps
final	3421	38.66	490.4	187.0
after global routing	3421	38.66	536.8	60.07
after CTS	3421	38.66	494.6	129.7
after detailed placement	3326	37.58	473.6	148.0
after global placement	3326	37.58	461.0	212.3
after floorplan	2786	-	448.6	262.7
[report_power, final]
part           switching, mW  leakage [nW]  total [mW]  internal (mW)
Sequential             0.211         0.509        1.32           1.11
Combinational           1.18         0.717        2.09          0.914
Clock                  0.208        0.0423       0.353          0.146
Total                   1.59          1.27        3.76           2.17
[critical path: stages, from the launching register on]
cell and delay [ps]:
dfrtp_1 460, ha_1 230, ha_1 210, or4_4 540, or2_1 320, buf_4 190
o22ai_2 170, inv_1 70, ha_1 280, nor2b_1 130, o21a_1 170, or2_1 280
Power is estimated from default activity; no workload was simulated.
